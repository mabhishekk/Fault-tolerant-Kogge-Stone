## design.v

```verilog
module sksa(a,b,cin,s,carry4,carry8,carry12,cout);
input [15:0] a,b;
input cin;
output [15:0] s;
output carry4,carry8,carry12;
output cout;
wire [15:0] P, G,P_A, G_A, P_B, G_B, P_C, G_C, G_D, P_D, G_E;
and_xor level_k0(a[0], b[0], P[0], G[0]);
and_xor level_k1(a[1], b[1], P[1], G[1]);
and_xor level_k2(a[2], b[2], P[2], G[2]);
and_xor level_k3(a[3], b[3], P[3], G[3]);
and_xor level_k4(a[4], b[4], P[4], G[4]);
and_xor level_k5(a[5], b[5], P[5], G[5]);
and_xor level_k6(a[6], b[6], P[6], G[6]);
and_xor level_k7(a[7], b[7], P[7], G[7]);
and_xor level_k8(a[8], b[8], P[8], G[8]);
and_xor level_k9(a[9], b[9], P[9], G[9]);
and_xor level_k10(a[10], b[10], P[10], G[10]);
and_xor level_k11(a[11], b[11], P[11], G[11]);
and_xor level_k12(a[12], b[12], P[12], G[12]);
and_xor level_k13(a[13], b[13], P[13], G[13]);
and_xor level_k14(a[14], b[14], P[14], G[14]);
and_xor level_k15(a[15], b[15], P[15], G[15]);
black_cell level_1A(G[0], P[1], G[1], P[0], G_A[1], P_A[1]);
black_cell level_3A(G[2], P[3], G[3], P[2], G_A[3], P_A[3]);
black_cell level_5A(G[4], P[5], G[5], P[4], G_A[5], P_A[5]);
black_cell level_7A(G[6], P[7], G[7], P[6], G_A[7], P_A[7]);
black_cell level_9A(G[8], P[9], G[9], P[8], G_A[9], P_A[9]);
black_cell level_11A(G[10], P[11], G[11], P[10], G_A[11], P_A[11]);
black_cell level_13A(G[12], P[13], G[13], P[12], G_A[13], P_A[13]);
black_cell level_15A(G[14], P[15], G[15], P[14], G_A[15], P_A[15]);
black_cell level_3B(G_A[1], P_A[3], G_A[3], P_A[1], G_B[3], P_B[3]);
black_cell level_7B(G_A[5], P_A[7], G_A[7], P_A[5], G_B[7], P_B[7]);
black_cell level_11B(G_A[9], P_A[11], G_A[11], P_A[9], G_B[11], P_B[11]);
black_cell level_15B(G_A[13], P_A[15], G_A[15], P_A[13], G_B[15], P_B[15]);
gray_cell level_3C(cin, P_B[3], G_B[3], G_C[3]);
black_cell level_7C(G_B[3], P_B[7], G_B[7], P_B[3], G_C[7], P_C[7]);
black_cell level_11C(G_B[7], P_B[11], G_B[11], P_B[7], G_C[11], P_C[11]);
black_cell level_15C(G_B[11], P_B[15], G_B[15], P_B[11], G_C[15], P_C[15]);
gray_cell level_7D(cin, P_C[7], G_C[7], G_D[7]);
gray_cell level_11D(G_C[3], P_C[11], G_C[11], G_D[11]);
black_cell level_15D(G_C[7], P_C[15], G_C[15], P_B[7], G_D[15], P_D[15]);
gray_cell level_15E(cin, P_D[15], G_D[15], cout);
wire m,n,o,p;
assign m=G_C[3];
assign n=G_D[7];
assign o=G_D[11];
assign carry4=G_C[3];
assign carry8=G_D[7];
assign carry12=G_D[11];
wire [3:0] pa,q,r,sa,t,u,v,w,x,y,z,za;
assign pa[3:0]=a[3:0];
assign r[3:0]=a[7:4];
assign q[3:0]=a[11:8];
assign sa[3:0]=a[15:12];
assign t[3:0]=b[3:0];
assign u[3:0]=b[7:4];
assign v[3:0]=b[11:8];
assign w[3:0]=b[15:12];
adder1 rca1(pa,t,cin,x);
adder1 rca2(r,u,m,y);
adder1 rca3(q,u,n,z);
adder1 rca4(sa,w,o,za);
assign s[3:0]=x;
assign s[7:4]=y;
assign s[11:8]=z;
assign s[15:12]=za;
endmodule
module and_xor(a, b, p, g);
 input a, b;
 output p, g;
 xor(p, a, b);
 and(g, a, b);
endmodule
module black_cell(Gkj, Pik, Gik, Pkj, G, P);
 input Gkj, Pik, Gik, Pkj;
 output G, P;
 wire Y;
 and(Y, Gkj, Pik);
 or(G, Gik, Y);
 and(P, Pkj, Pik);
endmodule
module gray_cell(Gkj, Pik, Gik, G);
 input Gkj, Pik, Gik;
 output G;
 wire Y;
 and(Y, Gkj, Pik);
 or(G, Y, Gik);
endmodule
module adder1(a,b, cin, s);
    input [3:0] a,b;
    input cin;
    output [3:0] s;
	       assign s={4'b0000, a}+{4'b0000, b}+cin;
endmodule
 module fa_4bit(a,b, cin, s, cout);
    input [3:0] a,b;
    input cin;
    output [3:0] s;
    output cout;
    wire [4:0] sum;
	       assign sum={4'b0000, a}+{4'b0000, b}+cin;
			 assign cout=sum[4];
			 assign s[3:0]=sum[3:0];
endmodule
```

## run.sh

```bash
#!/bin/bash
# OpenROAD 26Q1-2900-gdf79404cd8, Yosys 0.63+post, stock flow scripts
make -C /OpenROAD-flow-scripts/flow DESIGN_CONFIG=/design/flow/config.mk WORK_HOME=/design/flow/orfs finish
```

## config.mk

```make
export PLATFORM = sky130hd
export DESIGN_NAME = sksa
export DESIGN_NICKNAME = sksa
export VERILOG_FILES = /design/flow/design.v
export SDC_FILE = /design/flow/constraint.sdc
export NUM_CORES = 4
export LEC_CHECK = 1
export CORE_AREA = 10 10 78 78
export DIE_AREA = 0 0 88 88
```

## constraint.sdc

```tcl
current_design sksa

set clk_period 9.2
set clk_io_pct 0.2

create_clock -name clk0 -period $clk_period

set non_clock_inputs [all_inputs -no_clocks]
set_input_delay [expr $clk_period * $clk_io_pct] -clock clk0 $non_clock_inputs
set_output_delay [expr $clk_period * $clk_io_pct] -clock clk0 [all_outputs]
```

==> impl_metrics.toml <==
# physical design summary
[route]
wl_met3_um = 237
routedWlPerCell_um = 12.48
antenna-diode-count = 0
drt_iter0_markers = 9
ant_nets = 0
wl_met1_um = 937
routed.top_layer = "met3"
drc = 0
via_per_inst = 4.080
wl_met2_um = 1172
vias = 767
drt_pre_antenna_iters = 2
wirelength_um = 2347

[final_timing]
fin_hold_ws_ps = 4771
min_period_ps = 6567
maxSlewHeadroom = 0.8239
timing_hold_violations_final = 0
clock.fmax_mhz = 152.3
finalSetupTns_ps = 0
rsz0062_at_grt = "no"
setup_viol_count_final = 0
slew_viol_final = 0
min_period_over_period = 0.7138
worstMarginPinSlew_ps = 262.5
final.setup.worst_slack_ps = 2633

[worst_setup_path]
crit_end = "s[14]"
cp.required_ps = 7360
cp-start-kind = "primary input"
worstSetupEndpointType = "output pin"
crit_arrival_ps = 4730
crit_start = "b[5]"
crit_fanout = 4
path_class = "in -> out"

[place]
numPortBuffers = 53
gp_congestion = 0.7636
hpwl_um = 2275
dp_worst_setup_slack_ps = 2600

[yosys]
syn_inst = 83
ys_seq_share = 0
largest_area_cell = "ha_1"
syn_avg_cell_area_sq_um = 9.075
ys_chip_area_sq_um = 753.2
ys_types = 19
yosys_warnings = 0
syn_area_sq_um = 753.2
netlist_top_cells_count = "ha_1 (18), a21oi_1 (10), a21o_1 (9), inv_1 (9), fa_1 (8)"
synth_top_cell_by_count = "ha_1"
top_area_frac = 0.2990
area_leaders = "ha_1 (30%), fa_1 (21%), a21o_1 (9.0%), a21oi_1 (6.6%), xor2_1 (5.8%)"
ys_cells = 83

[die]
fp_util = 0.1706
ios = 53
die_h_um = 88
dieArea_sq_um = 7744
design.core.area_sq_um = 4414
rows = 24
die_w_um = 88

[final_layout]
synthToLayoutAreaGrowth_pct = 79.07
seq_cells = 0
clkbuf_count = 0
drive_above_1_share = 0.05147
flop_area_sq_um = 0

[global_route]
grt_max_degree = 6
grt_pass1_wl_um = 3912
grt_usage = 0.06124
antenna_found_initial = 0
grt_pass1_vias = 837
grt_overflow = 0

[pwr]
power_density_nw_per_um2 = 67.61
power.leakage_nw = 0.6076
irDropWorstVdd_mv = 0.02279

[hold_path]
min_path_type = "in -> out"

[outcome]
status = "completed"

[clocking]
post_cts_buffers = 0
hold_buffers = 0
post_cts_resized = 0

[job]
drv_cap = 0
warning_count = 32
per-layer routing:
metal	vias to the layer above	GRT usage
met5	-	0
met4	0	0
met3	0	0.01590
met2	29	0.1085
met1	335	0.07735
li1	403	-
how the worst min path moves through the flow:
stage     startpoint  endpoint  cells past startpoint
4_1_cts         b[0]      s[0]                      5
6_report        b[0]      s[0]                      5
5_1_grt         b[7]     s[11]                      4
cells by family (layout without fill, tap and decap cells):
kind of cell	Yosys count	count (layout)	synth area share
buffers and inverters	9	62	0.04485
xor gates and xnor gates	9	9	0.1046
AOI/OAI and AO/OA	30	30	0.2807
adders and majority gates	26	26	0.5116
and+or+nand+nor	9	9	0.05814
layout make-up:
type | count | area (sq um)
repair buffers | 53 | 530.5
well taps | 52 | 65.06
fillers | 457 | 3065
multi-input cells | 74 | 719.4
inverters | 9 | 33.78
cells in the final DEF (no fill, tap or decap):
cell	n
nand2_1	4
a211oi_2	2
a21oi_1	10
nor2_1	3
inv_1	9
clkdlybuf4s50_1	53
a21oi_2	1
o21ai_1	2
a31oi_1	1
nand4_1	1
ha_1	18
o31ai_2	1
o21ai_0	1
o21ai_2	2
xnor2_1	4
xor2_1	5
a31o_1	1
fa_1	8
and4_4	1
a21o_1	9
metrics by stage:
| stage | util | total power [mW] | cells | instance area (sq um) |
|---|---|---|---|---|
| 4_1_cts | 0.3056 | 0.09481 | 188 | 1349 |
| 6_report | 0.3056 | 0.09119 | 188 | 1349 |
| 3_5_place_dp | 0.3056 | 0.09433 | 188 | 1349 |
| 2_1_floorplan | - | 0.03312 | 83 | 753.2 |
| 3_3_place_gp | 0.3056 | 0.09382 | 188 | 1349 |
| 5_1_grt | 0.3056 | 0.1039 | 188 | 1349 |
report_power, final:
part / total [mW] / switching, mW / internal (mW)
clock: 0 / 0 / 0
combinational: 0.0912 / 0.0311 / 0.0601
sequential: 0 / 0 / 0
worst max-delay path, cell delays in order:
cell             delay [ps]
clkdlybuf4s50_1         590
ha_1                    300
a21oi_1                 170
o21ai_2                 110
a21o_1                  200
a31oi_1                 220
fa_1                    210
inv_1                    70
fa_1                    370
xor2_1                  160
clkdlybuf4s50_1         490
Power figures rest on the tool's default switching activity, not on a simulated workload.
